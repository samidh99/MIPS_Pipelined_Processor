$ cat /design/flow/design.v
module ifidreg (input clk, input reset, input [7:0] instruction, output reg [2:0]rs1, output reg [2:0] rs2, output reg [7:0]IFIDIR);
always@(posedge clk, negedge reset)
begin
if (reset==0)
begin
rs1<=0;
rs2<=0;
IFIDIR<=0;
end
else begin
rs1<=instruction[2:0];
rs2<=instruction[5:3];
IFIDIR<=instruction;
end
end
endmodule
module idexreg (input clk, 
		input reset, 
		input [2:0]rs1,
		input [2:0]rs2, 
		input [7:0]A, 
		input [7:0]B, 
		input RegWrite, 	
		input AluOp,
		output reg [2:0] rs1_out,
		output reg [2:0] rs2_out,
		output reg [7:0] A_out,
		output reg [7:0] B_out,
		output reg RegWrite_out,
		output reg AluOp_out );
always@(posedge clk, negedge reset)
begin
if (reset==0)
begin
rs1_out 	<=0;
rs2_out 	<=0;
A_out		<=0;
B_out		<=0;
RegWrite_out	<=0;
AluOp_out	<=0;
end
else
begin 
rs1_out		<=rs1;
rs2_out		<=rs2;
A_out		<=A;
B_out		<=B;
RegWrite_out	<=RegWrite;
AluOp_out	<=AluOp;
end
end
endmodule
module exwbreg (input clk, input reset, input [7:0]AluResult, input [2:0]rs2, input RegWrite,  
		output reg [7:0] AluResult_out,
		output reg [2:0] rs2_out,
		output reg RegWrite_out );
always @ (posedge clk , negedge reset)
begin
if(reset==0)
begin
AluResult_out<=0;
rs2_out<=0;
RegWrite_out<=0;
end
else
begin
AluResult_out<=AluResult;
rs2_out<=rs2;
RegWrite_out<=RegWrite;	
end
end
endmodule
$ cat /design/flow/run.sh
#!/bin/bash
# OpenROAD 26Q1-2900-gdf79404cd8, Yosys 0.63+post, stock flow scripts
make -C /OpenROAD-flow-scripts/flow DESIGN_CONFIG=/design/flow/config.mk WORK_HOME=/design/flow/orfs finish
$ cat /design/flow/config.mk
export PLATFORM = sky130hd
export DESIGN_NAME = idexreg
export DESIGN_NICKNAME = idexreg
export VERILOG_FILES = /design/flow/design.v
export SDC_FILE = /design/flow/constraint.sdc
export NUM_CORES = 4
export LEC_CHECK = 1
export CORE_AREA = 10 10 78 78
export DIE_AREA = 0 0 88 88
$ cat /design/flow/constraint.sdc
current_design idexreg

set clk_period 1.0
set clk_io_pct 0.2

create_clock -name clk0 -period $clk_period [get_ports {clk}]

set non_clock_inputs [all_inputs -no_clocks]
set_input_delay [expr $clk_period * $clk_io_pct] -clock clk0 $non_clock_inputs
set_output_delay [expr $clk_period * $clk_io_pct] -clock clk0 [all_outputs]
==> flow.log <==
[metrics] run summary
[metrics] power per cell area: 1810 nW/µm²
[metrics] flip-flop and latch count after synthesis: 24
[metrics] # Post-CTS Setup Buffers: 0
[metrics] Inserted Clock Buffers: 3
[metrics] vias in the first global route: ~480
[metrics] cells along the critical path: buf_2
[metrics] distinct cell type count of the synthesized netlist: 1
[metrics] worst-case vdd ir drop: between 1 and 1.5 mV
[metrics] max cap viols: 0
[metrics] Worst Max-Slew Pin Slew: approximately 0.14 ns
[metrics] die height: slightly below 90 µm
[metrics] remaining antenna violation count after routing: 0
[metrics] worst-path maximum fanout: 1
[metrics] critical path's top delay family: flip-flops
[metrics] storage element area: ~600 µm²
[metrics] initial DRC count: 8
[metrics] Vias per Instance: between 3 and 4
[metrics] area taken by multi-input logic gates: 0 µm²
[metrics] data arrival time at the worst-slack endpoint: between 0.7 and 0.8 ns
[metrics] synthesized area: 601 µm²
[metrics] WP buf/inv: 1
[metrics] global-route usage over all layers: under 10%
[metrics] share of cells above drive strength 1: ~37%
[metrics] area enclosed by the die boundary: between 7000 and 8000 µm²
[metrics] delay of the slowest cell on the worst path: around 0.37 ns
[metrics] number of placement rows: 24
[metrics] first-pass detailed-route iteration total: 2
[metrics] number of warnings in the stage logs: 25
[metrics] sequential cell area fraction in the yosys report: about 100%
[metrics] number of buffers on the longest clock path: 2
[metrics] H-Tree Depth: 1
[metrics] ratio of final minimum period to clock period: between 90% and 100%
[metrics] fill cell instance count of the final layout: between 400 and 500
[metrics] leak pwr: roughly 0.00052 µW
[metrics] maximum number of pins on one net before global-route repair: 25
[metrics] Peak Freq: around 1100 MHz
[metrics] clock transition time at the flip-flop clock pins of the worst setup and hold paths: around 0.090 ns
[metrics] count of multi-input gates: 0
[metrics] number of vias after detailed routing: 403
[metrics] yosys warns: 1
[metrics] final tally of max-slew violations: 0
[metrics] area added between synthesis and finish: 87.7%
[metrics] setup repair after global routing missed its margin: false
[metrics] DRC errors left: 0
[metrics] TritonCTS clock tree: built
[metrics] horizontal die dimension: slightly below 90 µm
[metrics] synthesized area per cell: around 25 µm²
[metrics] quantity of I/O buffers inserted on ports: ~49
[metrics] clock root cell: clkbuf_8
[metrics] placeable core region: 4410 µm²
[metrics] number of instances in the synthesized netlist: 24
[metrics] Setup TNS: 0 ns
[metrics] crit start category: flip-flop
[metrics] chip area from the yosys synthesis statistics: roughly 600 µm²
[metrics] sum of overflow across all layers after global routing: 0
[metrics] GP Congestion: 0.633
[metrics] count of boundary I/O pins: ~50
[metrics] Tightest Hold Check Type: input pin to asynchronous set/reset pin
[metrics] placed instance area: ~1200 µm²
[metrics] setup violation total in the final timing report: 0
[metrics] floorplan utilization: a little over an eighth
[metrics] total wire length after detailed routing: ~1800 µm
[metrics] status: completed
[metrics] detailed-placement wirelength estimate: between 1500 and 2000 µm
[metrics] cell total in the yosys stat output: 24
[metrics] worst max-slew margin expressed relative to the limit: 90.9%
[metrics] number of sinks on the clock net: 24
[metrics] number of antenna violations at the first check in global routing: 0
[metrics] end-of-flow core utilization: ~26%
[metrics] Avg WL per Cell: between 10 and 15 µm
[metrics] post-layout minimum cycle time: around 0.95 ns
[metrics] sort of element at the end of the critical path: primary output
[metrics] critical-path cell with the highest stage delay: dfrtp_1
[metrics] Post-Layout Inst Area: about 1100 µm²
[metrics] global-route wire length before repair: 2750 µm
[metrics] required time of the worst setup path: 0.80 ns
[metrics] final hold violation count: 0
[metrics] antenna fix cells: 0
[metrics] Setup CP Type: flip-flop to primary output
-- cells by family (layout without fill, tap and decap cells) --
logic type / Yosys count / after routing / share of synthesized area [%]
DFF: 24 / 24 / 100
buffers and inverters: 0 / 54 / 0
-- metrics by stage --
step,total power [µW],hold slack [ns],instances,worst slack [ns]
3_5_place_dp,1270,0.572,126,0.0136
6_report,2040,0.275,130,0.0526
4_1_cts,2090,0.270,130,0.0328
3_3_place_gp,1270,0.574,126,0.00787
5_1_grt,2150,0.271,130,0.00168
2_1_floorplan,1040,-0.0956,24,0.488
-- metal layers --
| layer | track usage (%) | vias up | part of all wire (%) |
|---|---|---|---|
| met1 | 4.80 | 190 | 35 |
| met4 | 0.435 | 0 | 0.54 |
| li1 | - | 179 | - |
| met2 | 7.47 | 32 | 46 |
| met3 | 4.12 | 2 | 19 |
| met5 | 0 | - | 0 |
-- cell usage after synthesis (all sizes together) --
master | instances | area, µm²
dfrtp | 24 | 601
-- report_power, final --
group          internal [µW]  switching [µW]  leakage, µW
sequential              1020            10.2     0.000280
combinational            123            40.5     0.000202
clock                    535             310    0.0000357
total                   1680             361     0.000517
-- layout by cell type (no fill, tap or decap) --
master | netlist | routed
buf_2 | 0 | 24
bufinv_16 | 0 | 1
dfrtp_1 | 24 | 24
buf_12 | 0 | 1
clkdlybuf4s50_1 | 0 | 25
clkbuf_8 | 0 | 3
-- area by class of cell --
type	instances	area share, %
clock buffer	3	3.66
sequential	24	53.3
tap	52	5.77
timing repair buffer	50	34.6
clock inverter	1	2.66
-- flip-flops by register name, summed over array words and instances (netlist names) --
| signal | flops |
|---|---|
| AluOp_out | 1 |
| B_out | 8 |
| RegWrite_out | 1 |
| A_out | 8 |
| rs1_out | 3 |
| rs2_out | 3 |
-- what timing repair did --
action | 4_1_cts | 5_1_grt
setup endpoints to repair | 24 | 0
hold buffers | 0 | 0
resized | 73 | 0
-- worst paths after layout --
kind	startpoint	endpoint	slack, ns	cells after the start
worst max-delay path	RegWrite_out	RegWrite_out	0.05	1
worst min-delay path	reset	rs1_out[0]	0.27	2
max in group asynchronous	reset	B_out[6]	0.58	2
min in group clk0	rs1[1]	rs1_out[1]	0.36	1
No activity file was given, so power comes from the tool's default toggle rates.
