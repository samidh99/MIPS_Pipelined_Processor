==> design/flow/design.v <==
module ALU(A , B ,AluOp ,result);
input [7:0]A ;
input [7:0]B ;
input AluOp;
output reg [7:0]result;
always@(*)
begin
case(AluOp)
	1'b0	:	result=A;
	1'b1	:	result=A+B;
	endcase
end
endmodule
==> design/flow/run.sh <==
#!/bin/bash
# OpenROAD 26Q1-2900-gdf79404cd8, Yosys 0.63+post, stock flow scripts
make -C /OpenROAD-flow-scripts/flow DESIGN_CONFIG=/design/flow/config.mk WORK_HOME=/design/flow/orfs finish
==> design/flow/config.mk <==
export PLATFORM = sky130hd
export DESIGN_NAME = ALU
export DESIGN_NICKNAME = ALU
export VERILOG_FILES = /design/flow/design.v
export SDC_FILE = /design/flow/constraint.sdc
export NUM_CORES = 4
export LEC_CHECK = 1
export CORE_AREA = 10 10 70 70
export DIE_AREA = 0 0 80 80
==> design/flow/constraint.sdc <==
current_design ALU

set clk_period 3.1
set clk_io_pct 0.2

create_clock -name clk0 -period $clk_period

set non_clock_inputs [all_inputs -no_clocks]
set_input_delay [expr $clk_period * $clk_io_pct] -clock clk0 $non_clock_inputs
set_output_delay [expr $clk_period * $clk_io_pct] -clock clk0 [all_outputs]
==> summary.txt <==
Observations from the implementation run.

Outcome:
- The run finished with clean final reports.

Cells and area:
- The run puts the clock tree buffer count of the final layout at 0.
- The flow measured a signed area growth from synthesis to layout of 107%.
- The run gives the register cell area after layout as 0 µm².
- The finished layout reports a core utilization of 27.0%.
- The run gives the count of fill cells added during filler insertion as 373.
- Per the final layout report, the fraction of cells sized above drive strength 1 comes to 37.1%.
- The run puts the area of all placed cells without fillers at 922 µm².
- The design has 0 sequential cells.

Critical path:
- By startpoint and endpoint, the worst setup path is classified as input pin to output pin.
- STA classifies the critical path startpoint as an input pin.
- The timing report shows the most common cell along the critical path to be buf_4.
- The critical path endpoint has a required time of 2.48 ns.
- The run puts the maximum fanout count along the critical path at 2.
- The report lists the cells along the critical path as dlygate4sd2_1 -> ha_2 -> inv_2 -> fa_2 -> nor2b_4 -> buf_4 -> o31a_1 -> buf_4 -> o21ai_4 -> nand4b_1 -> o311ai_1 -> buf_2.
- On the critical path, the stage with the largest delay is an instance of o31a_1.
- The run gives the kind of end point of the critical path as an output pin.
- The run gives the count of buffer and inverter cells on the critical path as 5.
- The run puts the arrival time reported for the critical path endpoint at 2.41 ns.
- The run gives the delay contributed by the slowest stage of the critical path as 0.29 ns.
- The timing report attributes the biggest portion of critical-path delay to buffers and inverters.

Global route:
- The run puts the via count of the first global-routing pass at 591.
- The run puts the global-route usage over all layers at 4.76%.
- Entering global routing, the biggest net connects 9 pins.
- Recorded from the global router log, the overflow total was 0.
- The first global-routing pass estimated 2580 µm of wire.
- The run gives the number of antenna violations at the first check in global routing as 0.

Place:
- The run puts the routability congestion estimate from global placement at 0.795.
- The run gives the count of input and output buffers as 25.
- The run puts the total placed instance area at 787 µm².
- After legalization and detailed placement, the total HPWL measured 1290 µm.

Timing:
- The run gives the number of max-slew violations in the final report as 0.
- The run gives the time the worst path needs with I/O delays and setup as 3.03 ns.
- The run puts the relative max-transition margin at 79.9%.
- The run puts the maximum operating frequency at 330 MHz.
- The run puts the fraction of the cycle the final worst path needs at 97.7%.
- The run gives the accumulated negative setup slack as 0 ns.
- Setup repair after global routing could not meet its margin everywhere.
- Per the finish-stage timing summary, setup violations number 0.
- For reference, the final report shows the hold violation count at 0.
- The run gives the transition time of the tightest slew-check pin as 0.297 ns.

Logic synthesis:
- The run puts the distinct cell type count of the synthesized netlist at 32.
- The run gives the yosys stat cell total as 57.
- Among the non-sequential cells, AND-OR/OR-AND gates take the most area.
- The run puts the AND-OR/OR-AND share of the synthesized area at 37.4%.
- Of the synthesized area, sequential elements account for 0%.
- The run gives the synthesis warning total as 1.
- The mapped netlist covers 445 µm².
- The run gives the cell count after synthesis as 57.
- The run gives the basic-gate share of the synthesized area counting and, or, nand and nor cells as 16.0%.
- The run puts the mean post-synth cell area at 7.81 µm².
- The run puts the adder-cell area share of the yosys netlist at 24.2%.
- The stat command in Yosys gives a chip area of 445 µm².
- In the synthesized netlist, mux cells make up 10.7% of the area.
- The run gives the share of the synthesized netlist area taken by xor and xnor gates as 5.90%.

Detailed routing:
- The iteration count recorded for the first detailed-route pass is 4.
- The run puts the total wire length at 1680 µm.
- The routed design ends up with an antenna cell count of 0.
- The run gives the antenna violation net count after detailed routing as 0.
- The run gives the number of vias in the routed layout as 566.
- TritonRoute reported its final design rule violation total as 0.
- Using the TritonRoute via totals, the vias-per-cell ratio works out to 4.19.
- The run gives the per-cell routed wire length as 12.5 µm.
- Once iteration 0 of detailed routing completed, the report listed 2 DRC markers.

Worst hold path:
- In this run the worst hold path is classified as input pin to output pin.

Run:
- The run gives the warning total across the stage logs as 33.
- The report counts max-capacitance violations totalling 0.

Floorplanning:
- Per the OpenROAD floorplan log, the area of the core is 3420 µm².
- In the floorplan report the effective utilization is 13.0%.
- The run puts the top-level port count at 25.
- The run puts the row count at 21.
- The run puts the overall chip area at 6400 µm².
- The run puts the vertical die dimension at 80 µm.
- The run puts the width of the chip at 80 µm.

Power and ir drop:
- The worst-case IR drop observed on VDD is 49.5 µV.
- The run puts the overall power after layout at 160 µW.
- The run gives the power density over the cells as 173 nW/µm².
- Per the OpenROAD power report, leakage power amounts to 0.000379 µW.

CTS:
- Buffers inserted to repair hold after CTS numbered 0.
-- Yosys cell counts --
| master | count | share of area (%) |
|---|---|---|
| a211oi_1 | 2 | 3.4 |
| a211oi_2 | 1 | 2.8 |
| a21o_1 | 3 | 5.1 |
| a21oi_1 | 3 | 3.4 |
| a221oi_2 | 1 | 3.4 |
| and3_1 | 1 | 1.4 |
| buf_6 | 1 | 2.5 |
| clkinv_1 | 1 | 0.84 |
| fa_1 | 1 | 4.5 |
| ha_1 | 7 | 20 |
| inv_1 | 3 | 2.5 |
| mux2_2 | 2 | 5.1 |
| mux2_4 | 1 | 3.4 |
| mux2i_1 | 1 | 2.2 |
| nand2_1 | 5 | 4.2 |
| nand2b_1 | 1 | 1.4 |
| nand4b_1 | 1 | 2.0 |
| nor2_1 | 4 | 3.4 |
| nor2b_1 | 1 | 1.4 |
| nor3_1 | 2 | 2.2 |
| o211ai_1 | 1 | 1.7 |
| o21a_1 | 1 | 1.7 |
| o21ai_0 | 1 | 1.1 |
| o21ai_1 | 2 | 2.2 |
| o21bai_1 | 2 | 3.4 |
| o22ai_1 | 1 | 1.4 |
| o311ai_0 | 1 | 2.0 |
| o311ai_1 | 1 | 2.0 |
| o31a_1 | 1 | 2.0 |
| o41ai_1 | 1 | 2.0 |
| xnor2_1 | 2 | 3.9 |
| xor2_1 | 1 | 2.0 |
-- power by group --
| part | internal, µW | switching, µW |
|---|---|---|
| Clock | 0 | 0 |
| Combinational | 95.2 | 64.5 |
| Sequential | 0 | 0 |
-- timing repair --
action | in CTS | in global routing
hold endpoints to repair | 0 | 0
setup buffers | 2 | 0
gates resized | 27 | 11
setup endpoints to repair | 6 | 3
pin swaps | 12 | 4
-- routing by layer --
metal	vias up	global-route usage (%)	part of all wire, %
met5	-	0	0
met2	15	8.27	49
li1	288	-	-
met4	0	0	0
met1	263	5.70	42
met3	0	1.93	8.5
-- layout make-up --
| cell class | count | area [µm²] | share of cell area (%) |
|---|---|---|---|
| inverter | 4 | 15.0 | 1.63 |
| timing repair buffer | 33 | 298 | 32.3 |
| tap | 46 | 57.6 | 6.24 |
| multi-input combinational | 52 | 552 | 59.8 |
-- worst paths after layout --
kind	startpoint	endpoint	cells past startpoint
max	B[0]	result[6]	12
min	A[4]	result[4]	3
-- per-stage QoR --
step	setup WS [ns]	cells	hold slack (ns)
global route	-0.0270	135	1.76
global placement	-0.387	133	2.25
detailed placement	-0.411	133	2.24
CTS	0.000771	135	1.96
finish	0.0722	135	1.72
floorplan	0.728	57	1.31
-- worst min-delay path: stages --
cell and delay, ns:
dlymetal6s2s_1 0.15, a21o_1 0.13, dlygate4sd2_1 0.19
-- placed cells by master (no fill, tap or decap), drive strengths merged, types with 3 or more instances in the layout --
| master | Yosys | routed |
|---|---|---|
| clkdlybuf4s50 | 0 | 12 |
| dlygate4sd2 | 0 | 10 |
| buf | 1 | 9 |
| ha | 7 | 7 |
| nand2 | 5 | 5 |
| nor2 | 4 | 4 |
| a21o | 3 | 3 |
| inv | 3 | 3 |
| a21oi | 3 | 3 |
| mux2 | 3 | 3 |
| o21ai | 3 | 3 |
| a211oi | 3 | 3 |
-- cell families after synthesis --
logic type                 after synthesis
buffers and inverters                    5
AOI/OAI and AO/OA                       22
adders and majority gates                8
muxes                                    4
and+or+nand+nor                         15
xor gates and xnor gates                 3
Power and IR drop assume default switching activity.
